==> design/flow/design.v <==
`timescale 1ns / 1ps
module sbox(
	input logic [4:0] sbox_i,
	output logic [4:0] sbox_o);
	always @(sbox_i)
	begin
	case(sbox_i)
		5'h00 : sbox_o = 5'h04;
		5'h01 : sbox_o = 5'h0b;
		5'h02 : sbox_o = 5'h1f;
		5'h03 : sbox_o = 5'h14;
		5'h04 : sbox_o = 5'h1a;
		5'h05 : sbox_o = 5'h15;
		5'h06 : sbox_o = 5'h09;
		5'h07 : sbox_o = 5'h02;
		5'h08 : sbox_o = 5'h1b;
		5'h09 : sbox_o = 5'h05;
		5'h0a : sbox_o = 5'h08;
		5'h0b : sbox_o = 5'h12;
		5'h0c : sbox_o = 5'h1d;
		5'h0d : sbox_o = 5'h03;
		5'h0e : sbox_o = 5'h06;
		5'h0f : sbox_o = 5'h1c;
		5'h10 : sbox_o = 5'h1e;
		5'h11 : sbox_o = 5'h13;
		5'h12 : sbox_o = 5'h07;
		5'h13 : sbox_o = 5'h0e;
		5'h14 : sbox_o = 5'h00;
		5'h15 : sbox_o = 5'h0d;
		5'h16 : sbox_o = 5'h11;
		5'h17 : sbox_o = 5'h18;
		5'h18 : sbox_o = 5'h10;
		5'h19 : sbox_o = 5'h0c;
		5'h1a : sbox_o = 5'h01;
		5'h1b : sbox_o = 5'h19;
		5'h1c : sbox_o = 5'h16;
		5'h1d : sbox_o = 5'h0a;
		5'h1e : sbox_o = 5'h0f;
		5'h1f : sbox_o = 5'h17;
		default : sbox_o = 5'h00;
		endcase
	end 
endmodule : sbox
==> design/flow/run.sh <==
#!/bin/bash
# OpenROAD 26Q1-2900-gdf79404cd8, Yosys 0.63+post, stock flow scripts
make -C /OpenROAD-flow-scripts/flow DESIGN_CONFIG=/design/flow/config.mk WORK_HOME=/design/flow/orfs finish
==> design/flow/constraint.sdc <==
current_design sbox

set clk_period 1.8
set clk_io_pct 0.2

create_clock -name clk0 -period $clk_period

set non_clock_inputs [all_inputs -no_clocks]
set_input_delay [expr $clk_period * $clk_io_pct] -clock clk0 $non_clock_inputs
set_output_delay [expr $clk_period * $clk_io_pct] -clock clk0 [all_outputs]
==> design/flow/config.mk <==
export PLATFORM = sky130hd
export DESIGN_NAME = sbox
export DESIGN_NICKNAME = sbox
export VERILOG_FILES = /design/flow/design.v
export SDC_FILE = /design/flow/constraint.sdc
export NUM_CORES = 4
export LEC_CHECK = 1
export CORE_AREA = 10 10 70 70
export DIE_AREA = 0 0 80 80
==> run summary <==
fresh numbers from the pnr run: Synth cell types=15, crit path max fanout=2, Reg area=0 sq um, Detailed Route Iter0 Violations=3, OpenROAD warning count=35, initial antenna violation count=0, worst-margin pin slew=0.2336 ns, WL per Instance=between 7 and 8 microns, Port Buffer Count=10, Synthesis Warnings=1, RePlAce Congestion=~0.64, status=complete, no violations, WL final=roughly 690 microns, WHS=~1.2 ns, largest net degree at the start of global routing=6, Final Setup Violations=0, PwrDens=239.3 mW/mm^2, crit end category=output pin, Avg Vias per Cell=roughly 2.7, Seq share, synth=0, fin util=0.1337, number of global-route vias before repair=240, Yosys top cell area share=0.2548, # Post-CTS Setup Buffers=0, Final Max-Slew Violation Tally=0, startpoint class of the critical path=input pin, average size of a mapped cell=just under 7 sq um, peak supply drop=42.08 uV, Final ANT Viol Nets=0, area delta synth->final=132.5%, Final Hold Vio Count=0, Die Wd=~80 microns, final cycle utilization of the critical path=0.9601, Synth top cells by count=ha_1, nand2_1, o21ai_0, core area=~0.0034 sq mm, Adder Area Share=0.2548, Worst Hold Class=in2out, RSZ-0062 raised after global routing=no, die height=about 80 microns, row cnt=21, XOR/XNOR Area Share=0.1338, FF+latch count=0, diode count=0, Chip Area, Yosys=between 150 and 200 sq um, WP data arrival=1.37 ns, Lkg Pwr=0.1918 nW, HPWL after detailed placement=~550 microns, synthesized area=196.4 sq um, gr usage total=0.02243, # hold bufs at CTS=0, maxcap violations=0, DIE AREA=0.006400 sq mm, CLK BUF=0, cell count listed in synth_stat.txt=29, grt ovf=0, Via Count=roughly 250, yosys simple share=0.3057, Top non-seq family=simple AND/OR/NAND/NOR gates, critical path class=in2out, area leader, netlist=ha_1, Crit path required time=1.44 ns, Initial Util=0.05751, DRC=0, drt first pass iters=3, first-pass GRT wire length=1166 microns, ranking of synthesized cells by area=ha_1, o21ai_0, xnor2_1, nand2_1, nand2b_1, Mapped Cells=29, IO Count=10, AND-OR/OR-AND share of the synthesized area=0.1911, mux frac, synth=0.05096, Max Fclk=approximately 580 MHz, Tmin final=1.728 ns, layout cells sized above 1=0.5106, worst rel slew slack=0.8418
-- through the flow --
stage	std cells	power (W)	area, sq um	TNS [ns]	setup slack [ns]
final	93	0.0001093	456.7	0	0.07186
after detailed placement	93	0.0001009	416.7	-3.235	-0.8100
after global placement	93	0.0001008	416.7	-3.268	-0.8216
after global routing	93	0.0001233	456.7	0	0.004770
after CTS	93	0.00009950	442.9	-0.03878	-0.02224
after floorplan	29	0.00003304	196.4	0	0.1693
-- cell usage in the layout (no fill, tap or decap), types with 2 or more instances in the layout --
master	Yosys	routed
buf_4	0	7
buf_2	1	6
nand2_1	4	4
o21ai_1	0	3
ha_1	4	3
dlygate4sd2_1	0	3
nand2b_1	2	2
nor2_1	2	2
xnor2_1	2	2
buf_6	0	2
-- power breakdown --
part | internal, W | leakage, nW | total, W | switching (W)
clock network | 0 | 0 | 0 | 0
registers | 0 | 0 | 0 | 0
logic | 0.0000653 | 0.192 | 0.000109 | 0.0000440
total | 0.0000653 | 0.192 | 0.000109 | 0.0000440
-- cell type report --
type	instances	area, sq um
Fill cell	392	2959
Multi-Input combinational cell	26	249.0
Tap cell	46	57.56
Timing Repair Buffer	19	142.6
Inverter	2	7.507
-- layer usage --
| layer | global-route usage | routed length [microns] |
|---|---|---|
| met2 | 0.02970 | 251 |
| met4 | 0 | 0 |
| met1 | 0.03177 | 330 |
| met3 | 0.01364 | 112 |
| met5 | 0 | 0 |
-- cells by family after synthesis --
group,count (synthesis)
buffers and inverters,3
AND-OR/OR-AND,6
multiplexers,1
AND/OR/NAND/NOR,12
adder cells (fa/ha/maj),4
XOR/XNOR,3
-- timing repair --
action,in CTS,in global routing
gates resized,37,9
endpoints found under the setup margin,5,3
pin swaps,3,2
endpoints found under the hold margin,0,0
-- critical path: stages --
cell and delay, ns:
buf_2 0.11, inv_2 0.07, ha_4 0.20, and2_4 0.13
or3_4 0.32, o2111ai_2 0.06, buf_2 0.12
-- worst paths after layout --
path	startpoint	end	slack [ns]	cells past startpoint
hold / removal	sbox_i[1]	sbox_o[0]	1.18	5
setup / recovery	sbox_i[1]	sbox_o[3]	0.07	7
Power is estimated from default activity; no workload was simulated.
